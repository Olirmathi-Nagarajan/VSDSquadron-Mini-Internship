[design/flow/constraint.sdc]
current_design olirmathi_rv32i

set clk_period 25.4
set clk_io_pct 0.2

create_clock -name clk0 -period $clk_period [get_ports {RN}]
create_clock -name clk1 -period $clk_period [get_ports {clk}]

set non_clock_inputs [all_inputs -no_clocks]
set_input_delay [expr $clk_period * $clk_io_pct] -clock clk0 $non_clock_inputs
set_output_delay [expr $clk_period * $clk_io_pct] -clock clk0 [all_outputs]
[design/flow/config.mk]
export PLATFORM = sky130hd
export DESIGN_NAME = olirmathi_rv32i
export DESIGN_NICKNAME = olirmathi_rv32i
export VERILOG_FILES = /design/flow/design.v
export SDC_FILE = /design/flow/constraint.sdc
export NUM_CORES = 4
export LEC_CHECK = 1
export CORE_UTILIZATION = 40
[design/flow/design.v]
module olirmathi_rv32i(clk,RN,NPC,WB_OUT);
input clk;
input RN;
integer k;
wire  EX_MEM_COND ;
reg 
BR_EN;
reg[31:0] 
IF_ID_IR,
IF_ID_NPC;                                
reg[31:0] 
ID_EX_A,
ID_EX_B,
ID_EX_RD,
ID_EX_IMMEDIATE,
ID_EX_IR,ID_EX_NPC;      
reg[31:0] 
EX_MEM_ALUOUT,
EX_MEM_B,EX_MEM_IR;                        
parameter 
ADD=3'd0,
SUB=3'd1,
AND=3'd2,
OR=3'd3,
XOR=3'd4,
SLT=3'd5,
ADDI=3'd0,
SUBI=3'd1,
ANDI=3'd2,
ORI=3'd3,
XORI=3'd4,
LW=3'd0,
SW=3'd1,
BEQ=3'd0,
BNE=3'd1,
SLL=3'd0,
SRL=3'd1;
parameter 
AR_TYPE=7'd0,
M_TYPE=7'd1,
BR_TYPE=7'd2,
SH_TYPE=7'd3;
reg[31:0] 
MEM_WB_IR,
MEM_WB_ALUOUT,
MEM_WB_LDM;                      
output reg [31:0]WB_OUT,NPC;
reg [31:0]REG[0:31];                                               
reg [31:0]MEM[0:31];                                             
reg [31:0]DM[0:31];   
always @(posedge clk or posedge RN) begin
    if(RN) begin
    NPC<= 32'd0;
    BR_EN<= 1'd0; 
    REG[0] <= 32'h00000000;
    REG[1] <= 32'd1;
    REG[2] <= 32'd2;
    REG[3] <= 32'd3;
    REG[4] <= 32'd4;
    REG[5] <= 32'd5;
    REG[6] <= 32'd6;
    end
    else begin
    NPC <= BR_EN ? EX_MEM_ALUOUT : NPC +32'd1;
    BR_EN <= 1'd0;
    IF_ID_IR <=MEM[NPC];
    IF_ID_NPC <=NPC+32'd1;
    end
end
always @(posedge RN) begin
MEM[0] <= 32'h02208300;          
MEM[1] <= 32'h02209380;          
MEM[2] <= 32'h0230a400;          
MEM[3] <= 32'h02513480;          
MEM[4] <= 32'h0240c500;          
MEM[5] <= 32'h02415580;          
MEM[6] <= 32'h00520600;          
MEM[7] <= 32'h00209181;          
MEM[8] <= 32'h00208681;          
MEM[9] <= 32'h00f00002;          
MEM[25] <= 32'h00210700;          
end
always @(posedge clk) begin
ID_EX_A <= REG[IF_ID_IR[19:15]];
ID_EX_B <= REG[IF_ID_IR[24:20]];
ID_EX_RD <= REG[IF_ID_IR[11:7]];
ID_EX_IR <= IF_ID_IR;
ID_EX_IMMEDIATE <= {{20{IF_ID_IR[31]}},IF_ID_IR[31:20]};
ID_EX_NPC<=IF_ID_NPC;
end
always@(posedge clk) begin
EX_MEM_IR <=  ID_EX_IR;
case(ID_EX_IR[6:0])
AR_TYPE:begin
    if(ID_EX_IR[31:25]== 7'd1)begin
    case(ID_EX_IR[14:12])
    ADD:EX_MEM_ALUOUT <= ID_EX_A + ID_EX_B;
    SUB:EX_MEM_ALUOUT <= ID_EX_A - ID_EX_B;
    AND:EX_MEM_ALUOUT <= ID_EX_A & ID_EX_B;
    OR :EX_MEM_ALUOUT <= ID_EX_A | ID_EX_B;
    XOR:EX_MEM_ALUOUT <= ID_EX_A ^ ID_EX_B;
    SLT:EX_MEM_ALUOUT <= (ID_EX_A < ID_EX_B) ? 32'd1 : 32'd0;
    endcase
    end
    else begin
        case(ID_EX_IR[14:12])
        ADDI:EX_MEM_ALUOUT <= ID_EX_A + ID_EX_IMMEDIATE;
        SUBI:EX_MEM_ALUOUT <= ID_EX_A - ID_EX_IMMEDIATE;
        ANDI:EX_MEM_ALUOUT <= ID_EX_A & ID_EX_B;
        ORI:EX_MEM_ALUOUT  <= ID_EX_A | ID_EX_B;
        XORI:EX_MEM_ALUOUT <= ID_EX_A ^ ID_EX_B;
        endcase
    end
end
M_TYPE:begin
    case(ID_EX_IR[14:12])
    LW  :EX_MEM_ALUOUT <= ID_EX_A + ID_EX_IMMEDIATE;
    SW  :EX_MEM_ALUOUT <= ID_EX_IR[24:20] + ID_EX_IR[19:15];
    endcase
end
BR_TYPE:begin
    case(ID_EX_IR[14:12])
    BEQ:begin 
    EX_MEM_ALUOUT <= ID_EX_NPC+ID_EX_IMMEDIATE;
    BR_EN <= 1'd1 ? (ID_EX_IR[19:15] == ID_EX_IR[11:7]) : 1'd0;
end
BNE:begin 
    EX_MEM_ALUOUT <= ID_EX_NPC+ID_EX_IMMEDIATE;
    BR_EN <= (ID_EX_IR[19:15] != ID_EX_IR[11:7]) ? 1'd1 : 1'd0;
end
endcase
end
SH_TYPE:begin
case(ID_EX_IR[14:12])
SLL:EX_MEM_ALUOUT <= ID_EX_A << ID_EX_B;
SRL:EX_MEM_ALUOUT <= ID_EX_A >> ID_EX_B;
endcase
end
endcase
end
always@(posedge clk) begin
MEM_WB_IR <= EX_MEM_IR;
case(EX_MEM_IR[6:0])
AR_TYPE:MEM_WB_ALUOUT <=  EX_MEM_ALUOUT;
SH_TYPE:MEM_WB_ALUOUT <=  EX_MEM_ALUOUT;
M_TYPE:begin
case(EX_MEM_IR[14:12])
LW:MEM_WB_LDM <= DM[EX_MEM_ALUOUT];
SW:DM[EX_MEM_ALUOUT]<=REG[EX_MEM_IR[11:7]];
endcase
end
endcase
end
always@(posedge clk) begin
case(MEM_WB_IR[6:0])
AR_TYPE:begin 
WB_OUT<=MEM_WB_ALUOUT;
REG[MEM_WB_IR[11:7]]<=MEM_WB_ALUOUT;
end
SH_TYPE:begin
WB_OUT<=MEM_WB_ALUOUT;
REG[MEM_WB_IR[11:7]]<=MEM_WB_ALUOUT;
end
M_TYPE:begin
case(MEM_WB_IR[14:12])
LW:begin
WB_OUT<=MEM_WB_LDM;
REG[MEM_WB_IR[11:7]]<=MEM_WB_LDM;
end
endcase
end
endcase
end
endmodule
[design/flow/run.sh]
#!/bin/bash
# OpenROAD 26Q1-2900-gdf79404cd8, Yosys 0.63+post, stock flow scripts
make -C /OpenROAD-flow-scripts/flow DESIGN_CONFIG=/design/flow/config.mk WORK_HOME=/design/flow/orfs finish
==> report_table.html <==
<h2>Synthesis and place &amp; route</h2>
<table>
<tr><th>Metric</th><th>Value</th></tr>
<tr><th colspan="2">Global route</th></tr>
<tr><td>Largest net degree at the start of global routing</td><td>97</td></tr>
<tr><td>Leftover overflow at the end of global routing</td><td>0</td></tr>
<tr><td>Initial antenna violation count</td><td>5</td></tr>
<tr><td>Vias in the first global route</td><td>49214</td></tr>
<tr><td>Global-route wire length before repair</td><td>347000 um</td></tr>
<tr><td>Global-route total usage across every layer</td><td>28.3%</td></tr>
<tr><th colspan="2">STA</th></tr>
<tr><td>Number of max-slew violations in the final report</td><td>0</td></tr>
<tr><td>Final Hold Violation Tally</td><td>48</td></tr>
<tr><td>Relative slew slack</td><td>31.0%</td></tr>
<tr><td>Setup violations, final</td><td>0</td></tr>
<tr><td>Final worst-path setup slack</td><td>12800 ps</td></tr>
<tr><td>Setup repair after global routing missed its margin</td><td>no</td></tr>
<tr><td>Final Hold Slack</td><td>-284 ps</td></tr>
<tr><td>Fin Setup TNS</td><td>0 ps</td></tr>
<tr><td>Slew at the pin closest to its max-slew limit</td><td>1010 ps</td></tr>
<tr><td>Worst Skew</td><td>99.4 ps</td></tr>
<tr><th colspan="2">Yosys</th></tr>
<tr><td>Number of flip-flops and latches in the synthesized netlist</td><td>1650</td></tr>
<tr><td>Cell type contributing the most total cell area after synthesis</td><td>sky130_fd_sc_hd__edfxtp_1</td></tr>
<tr><td>Proportion of synthesized chip area in sequential cells</td><td>65.6%</td></tr>
<tr><td>Post-Syn Instances</td><td>4855</td></tr>
<tr><td>Dominant register cell in the synthesized netlist</td><td>sky130_fd_sc_hd__edfxtp_1</td></tr>
<tr><td>Most instantiated library cell after synthesis</td><td>sky130_fd_sc_hd__edfxtp_1</td></tr>
<tr><td>Top area cells in the synthesized netlist</td><td>sky130_fd_sc_hd__edfxtp_1 61%, sky130_fd_sc_hd__mux4_2 8.9%, sky130_fd_sc_hd__dfxtp_1 3.6%</td></tr>
<tr><td>Synth async-reset ratio</td><td>1.94%</td></tr>
<tr><td>Number of warnings issued by yosys</td><td>1125</td></tr>
<tr><td>Top post-synthesis cells by count</td><td>1488 x sky130_fd_sc_hd__edfxtp_1, 292 x sky130_fd_sc_hd__nor2_1, 288 x sky130_fd_sc_hd__mux4_2</td></tr>
<tr><td>Dominant cell area share</td><td>61.0%</td></tr>
<tr><td>Tally of unique sky130hd cells used after synthesis</td><td>105</td></tr>
<tr><td>Chip area line of the yosys report</td><td>73300 sq um</td></tr>
<tr><td># Cells Yosys</td><td>4855</td></tr>
<tr><td>Post-synthesis instance area</td><td>73300 sq um</td></tr>
<tr><td>Number of enable flip-flop cells</td><td>1488</td></tr>
<tr><td>Avg Cell Area, Syn</td><td>15.1 sq um</td></tr>
<tr><th colspan="2">Critical path</th></tr>
<tr><td>Cell with the most instances on the worst path</td><td>sky130_fd_sc_hd__clkbuf_16</td></tr>
<tr><td>Worst setup SP type</td><td>clock port</td></tr>
<tr><td>Longest individual stage delay on the worst path</td><td>180 ps</td></tr>
<tr><td>Origin of the critical flop-to-flop path</td><td>ID_EX_A[6]</td></tr>
<tr><td>Data required time of the critical path</td><td>25900 ps</td></tr>
<tr><td>List of cells traversed by the critical path</td><td>clkbuf_16 -&gt; clkbuf_16 -&gt; inv_1</td></tr>
<tr><td>CP Launch Point</td><td>RN</td></tr>
<tr><td>Critical path's slowest cell</td><td>sky130_fd_sc_hd__clkbuf_16</td></tr>
<tr><td>Kind of critical path</td><td>clk2reg</td></tr>
<tr><td>Crit. End Element</td><td>flop</td></tr>
<tr><td>Worst reg-to-reg path cell count</td><td>11</td></tr>
<tr><td>Register-to-register setup slack</td><td>20510 ps</td></tr>
<tr><td>Maximum fanout encountered on the critical timing path</td><td>14</td></tr>
<tr><td>Data arrival time at the worst-slack endpoint</td><td>13100 ps</td></tr>
<tr><th colspan="2">Clocking</th></tr>
<tr><td>Count of instances resized after the clock tree is built</td><td>0</td></tr>
<tr><td>Clock-pin transition on the worst setup and hold timing paths</td><td>60 ps</td></tr>
<tr><td>TritonCTS clock tree</td><td>yes</td></tr>
<tr><td>Number of buffers added for setup after CTS</td><td>0</td></tr>
<tr><td>Number of hold-repair buffers added at the cts stage</td><td>0</td></tr>
<tr><th colspan="2">Pwr</th></tr>
<tr><td>Clock share of power</td><td>47.0%</td></tr>
<tr><td>Share of total power in combinational logic</td><td>0%</td></tr>
<tr><td>Internal power of the cells</td><td>0.00436 W</td></tr>
<tr><td>Relative contribution of sequential cells to total power</td><td>53.0%</td></tr>
<tr><td>Total net switching power</td><td>0.00117 W</td></tr>
<tr><td>Power density cells</td><td>66.4 nW/um^2</td></tr>
<tr><td>P_leak</td><td>29.3 nW</td></tr>
<tr><td>Switching part of the total power</td><td>21.2%</td></tr>
<tr><td>Peak supply drop</td><td>63.6 uV</td></tr>
<tr><th colspan="2">Hold path</th></tr>
<tr><td>Tightest Hold Check Type</td><td>clk2reg</td></tr>
<tr><td>Depth of the worst hold-timing path</td><td>3</td></tr>
<tr><td>Startpoint of the tightest hold check path</td><td>RN</td></tr>
<tr><th colspan="2">Floorplan</th></tr>
<tr><td>Vertical extent of the die</td><td>430 um</td></tr>
<tr><td>Site Rows</td><td>156</td></tr>
<tr><td>Initial core utilization</td><td>40.4%</td></tr>
<tr><td>Chip Width</td><td>430 um</td></tr>
<tr><td>Area of the chip</td><td>185000 sq um</td></tr>
<tr><td>Core region area</td><td>181000 sq um</td></tr>
<tr><td>Top Ports</td><td>66</td></tr>
<tr><th colspan="2">Detailed routing</th></tr>
<tr><td>Vias per std cell</td><td>6.24</td></tr>
<tr><td>Routed Antenna Nets</td><td>0</td></tr>
<tr><td>Final WL</td><td>242000 um</td></tr>
<tr><td>Number of violations reported at the end of detailed-routing iteration 0</td><td>4281</td></tr>
<tr><td>Average wire per cell in the routed design</td><td>32.1 um</td></tr>
<tr><td># DRC</td><td>0</td></tr>
<tr><td>First-pass iteration count of the detailed router</td><td>8</td></tr>
<tr><td>Vias</td><td>47119</td></tr>
<tr><th colspan="2">Place</th></tr>
<tr><td>Total instance count after detailed placement</td><td>7136</td></tr>
<tr><td>Post-Place Setup Slack</td><td>10670 ps</td></tr>
<tr><td>RD Place Congestion</td><td>1.05</td></tr>
<tr><td>Detailed-placement wirelength estimate</td><td>152000 um</td></tr>
<tr><td>IO Port Bufs</td><td>64</td></tr>
<tr><th colspan="2">Run</th></tr>
<tr><td>Warning total across the stage logs</td><td>179</td></tr>
<tr><td>Number of max-cap violations</td><td>0</td></tr>
<tr><th colspan="2">Cells and area</th></tr>
<tr><td>Final non-filler cell total</td><td>7546</td></tr>
<tr><td>Share of layout cells above drive strength 1</td><td>17.5%</td></tr>
<tr><td>Growth of design area from synthesis to finish</td><td>13.8%</td></tr>
<tr><th colspan="2">Outcome</th></tr>
<tr><td>Failing checks</td><td>negative hold slack</td></tr>
<tr><td>Run status</td><td>complete, but fails checks</td></tr>
</table>
[layer usage]
metal	share of wire (%)	track usage [%]	wire length, um
met5	0.18	1.87	438
met1	35	36.3	84100
met3	16	18.8	38300
met4	3.9	8.76	9430
met2	45	40.4	110000
[kinds of logic after synthesis]
| group | after synthesis | synth area share, % |
|---|---|---|
| compound gates | 1098 | 11.0 |
| xor+xnor | 112 | 1.34 |
| fa+ha+maj | 126 | 2.21 |
| buf+inv | 474 | 2.67 |
| flops | 1650 | 65.6 |
| mux | 405 | 10.5 |
| simple gates | 990 | 6.64 |
[per-stage QoR]
step	total power (W)	utilization [%]	hold slack (ps)	cell area, sq um
floorplan	0.00303	-	310	73300
global placement	0.00303	42.6	314	77300
detailed placement	0.00303	42.6	318	77300
CTS	0.00558	46.0	-331	83300
global route	0.00570	46.0	-282	83300
finish	0.00553	46.0	-284	83300
[flip-flops by register name (all words and copies together), names as in the netlist, 16 cells and up]
register	count
MEM_WB_ALUOUT	32
EX_MEM_ALUOUT	32
ID_EX_B	32
ID_EX_A	32
MEM_WB_LDM	32
IF_ID_NPC	32
ID_EX_NPC	32
REG	288
DM	1024
NPC	32
IF_ID_IR	16
WB_OUT	32
[layout make-up]
type / count / area [sq um]
Inverter: 133 / 499
Tap cell: 2370 / 2970
Timing Repair Buffer: 251 / 2090
Clock buffer: 225 / 4770
Sequential cell: 1650 / 48100
Multi-Input combinational cell: 2731 / 23700
Clock inverter: 183 / 1250
Antenna cell: 3 / 7.51
Fill cell: 15338 / 98000
[cells in the final DEF, fill, tap and decap left out, types with 47 or more instances in the layout]
master                            instances
sky130_fd_sc_hd__a22oi_1                218
sky130_fd_sc_hd__a21oi_1                192
sky130_fd_sc_hd__o21ai_0                122
sky130_fd_sc_hd__xnor2_1                 87
sky130_fd_sc_hd__a222oi_1                61
sky130_fd_sc_hd__clkbuf_16              181
sky130_fd_sc_hd__mux4_2                 288
sky130_fd_sc_hd__dfxtp_1                125
sky130_fd_sc_hd__mux2i_1                 69
sky130_fd_sc_hd__mux2_2                  47
sky130_fd_sc_hd__nand2_1                179
sky130_fd_sc_hd__nor3_1                  70
sky130_fd_sc_hd__inv_1                  211
sky130_fd_sc_hd__ha_1                   118
sky130_fd_sc_hd__a211oi_1                56
sky130_fd_sc_hd__clkdlybuf4s50_1         64
sky130_fd_sc_hd__nor2_1                 241
sky130_fd_sc_hd__a22o_1                  65
sky130_fd_sc_hd__nand4_1                 67
sky130_fd_sc_hd__buf_4                  183
sky130_fd_sc_hd__nand3_1                137
sky130_fd_sc_hd__edfxtp_1              1488
sky130_fd_sc_hd__a221oi_1                86
[critical path, delay by kind of cell]
| kind | cells | cell delay [ps] |
|---|---|---|
| buffers and inverters | 3 | 400 |
[power groups by stage]
stage | Clock (W) | Combinational (W) | Sequential (W)
4_1_cts | 0.00265 | 0.00000000727 | 0.00293
5_1_grt | 0.00277 | 0.00000000727 | 0.00293
6_report | 0.00260 | 0.00000000727 | 0.00293
[path summary, 6_finish.rpt]
path,endpoint
max,IF_ID_NPC[6]
min,IF_ID_NPC[10]
max reg2reg,EX_MEM_ALUOUT[27]
min reg2reg,ID_EX_NPC[11]
max in group asynchronous,NPC[6]
max in group clk0,NPC[2]
min in group clk0,WB_OUT[27]
min in group asynchronous,NPC[4]
Power figures rest on the tool's default switching activity, not on a simulated workload.
